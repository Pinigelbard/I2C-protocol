==> flow/constraint.sdc <==
current_design eeprom_top

set clk_period 3.8
set clk_io_pct 0.2

create_clock -name clk0 -period $clk_period [get_ports {clk}]

set non_clock_inputs [all_inputs -no_clocks]
set_input_delay [expr $clk_period * $clk_io_pct] -clock clk0 $non_clock_inputs
set_output_delay [expr $clk_period * $clk_io_pct] -clock clk0 [all_outputs]
==> flow/config.mk <==
export PLATFORM = sky130hd
export DESIGN_NAME = eeprom_top
export DESIGN_NICKNAME = eeprom_top
export VERILOG_FILES = /design/flow/design.v
export SDC_FILE = /design/flow/constraint.sdc
export NUM_CORES = 4
export LEC_CHECK = 1
export CORE_UTILIZATION = 50
==> flow/design.v <==
`timescale 1ns / 1ps
module eeprom_top
  (
 input clk,
 input rst,
 input newd,
 input ack,
 input wr,   
 output scl,
 inout sda,
 input [7:0] wdata,
 input [6:0] addr,  
 output reg [7:0] rdata,
 output reg done
  );
 reg sda_en = 0;
 reg sclt, sdat, donet; 
 reg [7:0] rdatat; 
 reg [7:0] addrt;
parameter idle = 0, check_wr = 1, wstart = 2, wsend_addr = 3, waddr_ack = 4, 
                wsend_data = 5, wdata_ack = 6, wstop = 7, rsend_addr = 8, 
                raddr_ack = 9, rsend_data = 10,
                rdata_ack = 11, rstop = 12 ;
  reg [3:0] state;
  reg sclk_ref = 0;
  integer count = 0;
  integer i = 0;
  always@(posedge clk)
    begin
      if(count <= 9) 
        begin
           count <= count + 1;     
        end
      else
         begin
           count     <= 0; 
           sclk_ref  <= ~sclk_ref;
         end	      
    end
  always@(posedge sclk_ref, posedge rst)
    begin 
      if(rst == 1'b1)
         begin
           sclt  <= 1'b0;
           sdat  <= 1'b0;
           donet <= 1'b0;
         end
       else begin
         case(state)
           idle : 
           begin
              sdat <= 1'b0;
              done <= 1'b0;
              sda_en  <= 1'b1;
              sclt <= 1'b1;
              sdat <= 1'b1;
             if(newd == 1'b1) 
                state  <= wstart;
             else 
                 state <= idle;         
           end
            wstart: 
            begin
              sdat  <= 1'b0;
              sclt  <= 1'b1;
              state <= check_wr;
              addrt <= {addr,wr};
            end
            check_wr: begin
              if(wr == 1'b1) 
                 begin
                 state <= wsend_addr;
                 sdat <= addrt[0];
                 i <= 1;
                 end
               else 
                 begin
                 state <= rsend_addr;
                 sdat <= addrt[0];
                 i <= 1;
                 end
            end
            wsend_addr : begin                
                      if(i <= 7) begin
                      sdat  <= addrt[i];
                      i <= i + 1;
                      end
                      else
                        begin
                          i <= 0;
                          state <= waddr_ack; 
                        end   
                    end
           waddr_ack : begin
             if(ack == 1'b1) begin
               state <= wsend_data;
               sdat  <= wdata[0];
               i <= i + 1;
               end
             else
               state <= waddr_ack;
           end
         wsend_data : begin
           if(i <= 7) begin
              i     <= i + 1;
              sdat  <= wdata[i]; 
           end
           else begin
              i     <= 0;
              state <= wdata_ack;
           end
         end
          wdata_ack : begin
             if(ack == 1'b1) begin
               state <= wstop;
               sdat <= 1'b0;
               sclt <= 1'b1;
               end
             else begin
               state <= wdata_ack;
             end 
            end
         wstop: begin
              sdat  <=  1'b1;
              state <=  idle;
              done  <=  1'b1;  
         end
          rsend_addr : begin
                     if(i <= 7) begin
                      sdat  <= addrt[i];
                      i <= i + 1;
                      end
                      else
                        begin
                          i <= 0;
                          state <= raddr_ack; 
                        end   
                    end
           raddr_ack : begin
             if(ack == 1'b1) begin
               state  <= rsend_data;
               sda_en <= 1'b0;
             end
             else
               state <= raddr_ack;
           end
         rsend_data : begin
                   if(i <= 7) begin
                         i <= i + 1;
                         state <= rsend_data;
                         rdata[i] <= sda;
                      end
                      else
                        begin
                          i <= 0;
                          state <= rstop;
                          sclt <= 1'b1;
                          sdat <= 1'b0;  
                        end         
         end
         rstop: begin
              sdat  <=  1'b1;
              state <=  idle;
              done  <=  1'b1;  
              end
         default : state <= idle;
          	 endcase
          end
  end
 assign scl = (( state == wstart) || ( state == wstop) || ( state == rstop)) ? sclt : sclk_ref;
 assign sda = (sda_en == 1'b1) ? sdat : 1'bz;
endmodule
==> flow/run.sh <==
#!/bin/bash
# OpenROAD 26Q1-2900-gdf79404cd8, Yosys 0.63+post, stock flow scripts
make -C /OpenROAD-flow-scripts/flow DESIGN_CONFIG=/design/flow/config.mk WORK_HOME=/design/flow/orfs finish
==> results_dict.tcl <==
# metrics dict for downstream scripts
set metrics [dict create \
    status "stopped before the end" \
    lastStage "4_1_cts" \
    first-error "[error] [KeplerFormal.cpp:679] Workflow failed: Iso has multiple drivers: .sda0, sda$_DFFE_PP0P_.Q0" \
    post-cts-setup-buffers 0 \
    cts_made_buffers 5 \
    dpl.hpwl_um 9480 \
    dp.cells 786 \
    fp_util 0.515 \
    yosysWarningCount 2 \
    io_pins 31 \
    cts_resized 0 \
    syn_inst 650 \
    ys_sh_adder 0.0106 \
    place.gp.congestion 0.914 \
    cts_hold_buf 0 \
    yosysChipArea_um2 5880 \
    ys.flops 96 \
    die_x_um 110 \
    area_leaders "edfxtp_1 (26%), dfxtp_1 (15%), nor2_1 (6.3%), xor2_1 (4.8%), xnor2_1 (4.3%)" \
    synth.avg_cell_area_um2 9.04 \
    placementRows 39 \
    top_logic_kind "simple AND/OR/NAND/NOR gates" \
    synthesis.area_um2 5880 \
    dpl-instance-area_um2 6220 \
    compound_area_frac 0.119 \
    port_buffers 29 \
    die_h_um 110 \
    top_area_frac 0.261 \
    htree_levels 2 \
    yosys.stat.seqShare 0.415 \
    ys_cells 650 \
    yosys.area_share.xor_xnor 0.0909 \
    untimed_endpoints 123 \
    async_flop_share 0.0208 \
    root_buffer "clkbuf_16" \
    synth_area_leader_cell "edfxtp_1" \
    ys_sh_mux 0.0379 \
    edf_count 51 \
    simple_gate_share 0.284 \
    clock_path_buffers 2 \
    unclocked_regs 63 \
    top_cells_by_count "nor2_1 (99), edfxtp_1 (51), nand2_1 (45)" \
    synth.distinct_cells 76 \
    top_cell "nor2_1" \
    flop_cell "edfxtp_1" \
]
kinds of logic after synthesis:
group,count (synthesis)
simple gates,317
compound gates,98
fa+ha+maj,5
xor+xnor,61
flops,96
buf+inv,58
mux,15
metrics by stage:
step	hold WS (ns)	worst slack, ns	power, mW
after floorplan	0.424	1.71	0.372
after global placement	0.466	1.65	0.396
after detailed placement	0.452	1.59	0.397
Power and IR drop assume default switching activity.
